==> ./design.v <==
module DataMem #(parameter WIDTH = 256)(  input WE, rst, clk,
														input [7:0] A, WD,
													   output [7:0] RD );
reg [7:0] m_memoria [WIDTH-1:0];
assign RD = m_memoria [A];
integer i;
always @(posedge clk) begin
	if (WE)	
		m_memoria [A] <= WD; 
	if (~rst) begin
		for(i = 0; i < 256; i=i+1) 
			m_memoria[i] = 7'b0000000;
	end
end
endmodule
==> ./run.sh <==
#!/bin/bash
# OpenROAD 26Q1-2900-gdf79404cd8, Yosys 0.63+post, stock flow scripts
make -C /OpenROAD-flow-scripts/flow DESIGN_CONFIG=/design/flow/config.mk WORK_HOME=/design/flow/orfs finish
==> ./config.mk <==
export PLATFORM = sky130hd
export DESIGN_NAME = DataMem
export DESIGN_NICKNAME = DataMem
export VERILOG_FILES = /design/flow/design.v
export SDC_FILE = /design/flow/constraint.sdc
export NUM_CORES = 4
export LEC_CHECK = 1
export CORE_UTILIZATION = 30
==> ./constraint.sdc <==
current_design DataMem

set clk_period 17.5
set clk_io_pct 0.2

create_clock -name clk0 -period $clk_period [get_ports {clk}]

set non_clock_inputs [all_inputs -no_clocks]
set_input_delay [expr $clk_period * $clk_io_pct] -clock clk0 $non_clock_inputs
set_output_delay [expr $clk_period * $clk_io_pct] -clock clk0 [all_outputs]
==> results.sh <==
# source this file to load flow results
export IMPL_edf_count=0
export IMPL_clk_pin_slew_ns=0.06
export IMPL_drive_above_1_share_pct=11.4
export IMPL_track_usage_pct=19.7
export IMPL_die_area_um2=318000
export IMPL_vias_per_cell=5.48
export IMPL_reg_top3="m_memoria: 2048 flops"
export IMPL_gp_congestion=0.874
export IMPL_required_ns=14.00
export IMPL_drt_pass1_iterations=6
export IMPL_worstSkewPairLatency_ns=0.85
export IMPL_ys_cells=10581
export IMPL_yosys_stat_chipArea_um2=94700
export IMPL_fin_setup_tns_ns=0
export IMPL_yosysUniqueCellTypes=31
export IMPL_postCtsSetupRepairBufs=0
export IMPL_fin_cells=14231
export IMPL_vdd_ir_drop_max_mv=0.0781
export IMPL_power_leakage_nw=30.8
export IMPL_warnings=35
export IMPL_p_per_area_nw_per_um2=93.6
export IMPL_first_iter_violations=6431
export IMPL_syn_to_final_growth_pct=10.8
export IMPL_cts_tree="done"
export IMPL_floorplan_core_util_pct=30.3
export IMPL_min_to="m_memoria[146][3]$_SDFFE_PN0P_"
export IMPL_largest_area_cell="dfxtp_1"
export IMPL_r2r_cells=2
export IMPL_fin_worst_skew_ns=0
export IMPL_wl_per_cell_um=21.6
export IMPL_drc_errors=0
export IMPL_crit_start="A[0]"
export IMPL_holdPathStages=2
export IMPL_clock_root_buffer="clkbuf_16"
export IMPL_grt_pass1_vias=76556
export IMPL_fin_crit_ns=12.70
export IMPL_die_x_um=564
export IMPL_common_cells="nand2_1, dfxtp_1, a21boi_0"
export IMPL_place_inst=13851
export IMPL_reg2reg_slack_ns=16.75
export IMPL_largest_register="m_memoria"
export IMPL_grt_max_degree=189
export IMPL_synth_seq_share_pct=43.3
export IMPL_async_flop_share_pct=0
export IMPL_arrival_ns=9.20
export IMPL_r2r_end="m_memoria[90][6]$_SDFFE_PN0P_"
export IMPL_vias=78025
export IMPL_hold_buffers=0
export IMPL_syn_area_um2=94700
export IMPL_portBuffers=26
export IMPL_synth_warnings=1
export IMPL_area_leaders="dfxtp_1, a21boi_0, mux4_2"
export IMPL_ant_nets=0
export IMPL_largest_reg_flops=2048
export IMPL_clockBufferDepth=4
export IMPL_outcome="completed"
export IMPL_rsz0062_at_grt="no"
export IMPL_io_pins=27
export IMPL_tightest_slew_ns=1.12
export IMPL_setup_viol=0
export IMPL_slew_violations=0
export IMPL_finalCritPeriodShare_pct=72.6
export IMPL_crit_type="in -> out"
export IMPL_syn_inst=10581
export IMPL_clkSinkCount=2048
export IMPL_synth_most_common_cell="nand2_1"
export IMPL_grt_overflow=0
export IMPL_hold_viol=0
export IMPL_hold_class="reg -> reg"
export IMPL_dp_hpwl_mm=179
export IMPL_die_h_um=564
export IMPL_core_region_area_um2=313000
export IMPL_cts_buffers=214
export IMPL_avgSynthCellArea_um2=8.95
export IMPL_path_max_fanout=48
export IMPL_synth_top_cell_area_share_pct=43.3
export IMPL_final_util_pct=33.5
export IMPL_cts_resized=0
export IMPL_htreeDepth=4
export IMPL_hold_path_startpoint="m_memoria[146][3]$_SDFFE_PN0P_"
export IMPL_holdWs_ns=0.448
export IMPL_grt_pass1_wl_mm=477
export IMPL_endpoint_kind="output port"
export IMPL_wl_mm=308
export IMPL_clock_fmax_ghz=0.0787
export IMPL_rr_startpoint="m_memoria[90][6]$_SDFFE_PN0P_"
export IMPL_cap_violations=0
export IMPL_critPathLaunchType="input pin"
export IMPL_ys_flops=2048
export IMPL_max_slew_margin_pct=24.4
export IMPL_rows=205
export IMPL_ys_flop_type="dfxtp_1"
export IMPL_antenna_found_initial=5
worst max-delay path by stage:
stage | to | cells after the start
after CTS | RD[1] | 11
after global routing | RD[0] | 11
final | RD[1] | 11
critical path, cell delays in order:
cell	delay, ns
buf_8	0.44
buf_4	0.62
buf_4	0.62
buf_4	0.70
mux4_2	0.60
a22oi_1	0.26
a21oi_1	0.18
o41ai_1	0.96
buf_4	0.25
nand4_1	0.33
clkdlybuf4s50_1	0.54
where the power goes:
group	switching, W	internal [W]
Sequential	0.00000286	0.00467
Combinational	0.000382	0.000147
Clock	0.00195	0.00267
Total	0.00234	0.00749
per-stage QoR:
step | setup slack [ns] | cell area, µm² | total power (W)
6_report | 4.80 | 105000 | 0.00983
4_1_cts | 4.70 | 105000 | 0.00989
2_1_floorplan | 8.69 | 94700 | 0.00512
3_5_place_dp | 4.73 | 97900 | 0.00530
5_1_grt | 4.30 | 105000 | 0.0101
3_3_place_gp | 4.72 | 97900 | 0.00530
area by class of cell:
type                            count  area [µm²]
Fill cell                       31646      208000
Timing Repair Buffer              254        2200
Clock buffer                      328        6460
Multi-Input combinational cell   7409       49500
Tap cell                         4140        5180
Antenna cell                        3        7.51
Clock inverter                     49         548
Sequential cell                  2048       41000
cells in the final DEF (no fill, tap or decap), types with 214 or more instances in the layout:
cell,instances
nand3_1,768
a22oi_1,256
clkbuf_16,217
dfxtp_1,2048
nand2_1,2146
a21boi_0,1767
a21boi_1,281
buf_4,214
mux4_2,512
o21ai_0,1280
per-layer routing:
layer / up-vias / track usage (%) / share of wire [%]
li1: 36252 / - / -
met1: 38611 / 27.4 / 43
met2: 2575 / 30.5 / 46
met3: 583 / 5.00 / 7.7
met4: 4 / 6.86 / 4.0
met5: - / 0 / 0.0084
kinds of logic after synthesis:
family                 count (synthesis)  share of synthesized area (%)
DFF                                 2048                           43.3
muxes                                512                           12.2
and+or+nand+nor                     3153                           13.7
buffers and inverters               1124                           4.82
AOI/OAI and AO/OA                   3744                           26.0
Power figures rest on the tool's default switching activity, not on a simulated workload.
