==> design.v <==
module Instr_Mem(input  [7:0] A,
        output reg [31:0] RD);
  always @(*) begin
  case(A)
		8'h00: RD =	32'h00200093;   
		8'h04: RD = 32'h00500113;   
		8'h08: RD = 32'h00300193;  
		8'h0C: RD = 32'h00100213;   
		8'h10: RD = 32'h00114433;   
		8'h14: RD = 32'h004094b3;   
		8'h18: RD = 32'h0040d533;   
		8'h1C: RD = 32'h00111593;   
		8'h20: RD = 32'h00115613;   
		8'h24: RD = 32'h0ff17693;  
		8'h28: RD = 32'h0010e713;  
		8'h2C: RD = 32'h00114793;   
	default: RD = 'h0;
	endcase
	end
	endmodule
==> run.sh <==
#!/bin/bash
# OpenROAD 26Q1-2900-gdf79404cd8, Yosys 0.63+post, stock flow scripts
make -C /OpenROAD-flow-scripts/flow DESIGN_CONFIG=/design/flow/config.mk WORK_HOME=/design/flow/orfs finish
==> config.mk <==
export PLATFORM = sky130hd
export DESIGN_NAME = Instr_Mem
export DESIGN_NICKNAME = Instr_Mem
export VERILOG_FILES = /design/flow/design.v
export SDC_FILE = /design/flow/constraint.sdc
export NUM_CORES = 4
export LEC_CHECK = 1
export CORE_AREA = 10 10 70 70
export DIE_AREA = 0 0 80 80
==> constraint.sdc <==
current_design Instr_Mem

set clk_period 3.4
set clk_io_pct 0.2

create_clock -name clk0 -period $clk_period

set non_clock_inputs [all_inputs -no_clocks]
set_input_delay [expr $clk_period * $clk_io_pct] -clock clk0 $non_clock_inputs
set_output_delay [expr $clk_period * $clk_io_pct] -clock clk0 [all_outputs]
==> qor.yml <==
sta:
  maxSlewHeadroom_pct: 66.4
  setup_tns_ns: 0
  fmax_mhz: 309
  final_max_slew_viol_count: 0
  tightest_slew_ns: 0.503
  rsz0062_at_grt: "false"
  timing_hold_violations_final: 0
  fin_crit_ns: 3.24
  setup_viol_count_final: 0
  period_used_pct: 95.2
routing:
  drt_iter0_markers: 37
  drt-total-wl_mm: 1.47
  met2RoutedLength_um: 593
  met3_length_um: 130
  drc_errors: 0
  m1WireLength_um: 747
  vias: 445
  antenna_left: 0
  antennaDiodeCount: 0
  first_pass_iters: 4
  wl_per_cell_um: 11.3
  route.top_layer_used: "met3"
  viasPerCell: 3.42
critical_path:
  worstPathRequired_ns: 2.72
  endpoint_kind: "output port"
  slowest_delay_ns: 0.65
  start_kind: "input pin"
  criticalPathCategory: "input pin to output port"
  worstPathArrival_ns: 2.56
  crit_top_cell: "clkdlybuf4s50_1"
  path_cells: "clkdlybuf4s50_1, or4_4, a2111oi_2, clkdlybuf4s50_1"
  cp_max_fo: 15
  cpMaxStageDelayCell: "or4_4"
synthesis:
  yosysCellCount: 66
  seq_area_frac_synth_pct: 0
  syn_avg_cell_area_sq_um: 6.92
  synth_warnings: 1
  netlist_area_sq_um: 457
  syn_inst: 66
  ys_types: 23
  ys_area_sq_um: 457
final_layout:
  area_growth_pct: 51.0
  instances_no_fill: 130
  nClkBuffers: 0
  flops: 0
  fillers: 408
  mi_logic_area_sq_um: 327
  finalInstanceArea_sq_um: 689
  regArea_sq_um: 0
  drive_gt1_share_pct: 11.9
global_route:
  grt_pass1_wl_mm: 2.35
  track_usage_pct: 4.39
  grt-ovfl-total: 0
  antenna_found_initial: 0
  grt_pass1_vias: 466
  grt_max_degree: 16
placement:
  placed_cells: 130
  place_congestion: 0.780
  portBuffers: 29
  hpwl_mm: 1.28
  place_area_sq_um: 689
job:
  maxCapViolCount: 0
  tool_warnings: 32
die:
  die_w_um: 80
  core_sq_mm: 0.00342
  fp_util_pct: 13.4
  chipArea_sq_mm: 0.00640
  num_rows: 21
  ios: 40
  die_y_um: 80
clock_network:
  ctsHoldBuffers: 0
  cts_setup_buffers: 0
  post_cts_resized: 0
pwr:
  p_total_uw: 44.0
  cellPowerDensity_mw_per_mm2: 63.8
  ir_drop_mv: 0.0199
  p_leak_uw: 0.000235
status:
  status: "complete, no violations"
min_path:
  hp-class: "input pin to output port"
per-stage QoR:
stage / hold WS [ns] / util (%) / setup WS [ns]
2_1_floorplan: 1.47 / - / 1.00
3_3_place_gp: 2.42 / 20.2 / 0.136
3_5_place_dp: 2.43 / 20.2 / 0.131
4_1_cts: 2.44 / 20.2 / 0.130
5_1_grt: 2.47 / 20.2 / 0.00516
6_report: 2.41 / 20.2 / 0.162
power by group:
part | switching, uW | leakage [uW] | internal (uW)
Clock | 0 | 0 | 0
Sequential | 0 | 0 | 0
Combinational | 20.5 | 0.000235 | 23.4
logic make-up after synthesis:
logic type      synth area share [%]
mux                             2.19
other cells                    0.821
buf+inv                         36.7
compound gates                  24.9
simple gates                    35.3
final cells by class:
| class | instances | area share [%] |
|---|---|---|
| Multi-Input combinational cell | 53 | 47.4 |
| Timing Repair Buffer | 31 | 44.3 |
| Tap cell | 46 | 8.35 |
cell usage after synthesis (all sizes together):
cell      n  area [sq um]
a2111oi   1          15.0
a211oi    2          20.0
a21oi     8          40.0
and2b     1          8.76
and3b     1          10.0
buf      21           160
clkbuf    2          7.51
conb      1          3.75
mux2i     1          10.0
nand2     4          15.0
nand2b    4          25.0
nor2      3          11.3
nor2b     5          31.3
nor3      3          30.0
nor4      1          6.26
o21a      2          15.0
o21bai    2          15.0
o22a      1          8.76
or3       2          12.5
or4       1          11.3
worst max-delay path, delay by kind of cell:
family | cells | cell delay, ns
buffers and inverters | 2 | 0.92
and+or+nand+nor | 1 | 0.65
AOI/OAI and AO/OA | 1 | 0.31
cell usage in the layout (no fill, tap or decap):
cell type	Yosys	final
a2111oi_2	1	1
a211oi_1	1	1
a211oi_2	1	1
a21oi_1	8	8
and2b_2	1	1
and3b_2	1	1
buf_4	17	2
clkdlybuf4s50_1	0	29
conb_1	1	11
mux2i_1	1	1
nand2_1	4	4
nand2b_1	4	4
nor2_1	3	3
nor2b_1	5	5
nor3_2	3	3
nor4_1	1	1
o21a_1	2	2
o21bai_1	2	2
o22a_1	1	1
or3_1	2	2
or4_4	1	1
path summary, 6_finish.rpt:
| path | from | endpoint | slack (ns) | depth (start not counted) |
|---|---|---|---|---|
| worst max-delay path | A[1] | RD[21] | 0.16 | 4 |
| worst min-delay path | A[5] | RD[21] | 2.41 | 4 |
per-layer routing:
layer	up-vias	GRT usage, %
met2	27	5.94
met4	0	0
met5	-	0
met1	183	6.92
li1	235	-
met3	0	1.25
Power and IR drop assume default switching activity.
